**flow/design.v**
```verilog
module ip_activate (
    activation_code,
    clk_in,
    RDY_enable,
    enable
    );
    input [127:0] activation_code;
    input clk_in;
    output reg enable,RDY_enable;
    wire [127:0] ref_activation_code; 
    assign ref_activation_code = 128'h 87C0D0FD94C369FA1A4B7E7BC00BD074;
    always @(activation_code or clk_in) begin
        RDY_enable = 1'b1;
        if (activation_code == ref_activation_code) begin
            enable = 1'b1;
        end else begin
            enable = 1'b 0;
        end
    end     
endmodule
```
**flow/run.sh**
```bash
#!/bin/bash
# OpenROAD 26Q1-2900-gdf79404cd8, Yosys 0.63+post, stock flow scripts
make -C /OpenROAD-flow-scripts/flow DESIGN_CONFIG=/design/flow/config.mk WORK_HOME=/design/flow/orfs finish
```
**flow/config.mk**
```make
export PLATFORM = sky130hd
export DESIGN_NAME = ip_activate
export DESIGN_NICKNAME = ip_activate
export VERILOG_FILES = /design/flow/design.v
export SDC_FILE = /design/flow/constraint.sdc
export NUM_CORES = 4
export LEC_CHECK = 1
export CORE_AREA = 10 10 70 70
export DIE_AREA = 0 0 80 80
```
**flow/constraint.sdc**
```tcl
current_design ip_activate

set clk_period 2.3
set clk_io_pct 0.2

create_clock -name clk0 -period $clk_period

set non_clock_inputs [all_inputs -no_clocks]
set_input_delay [expr $clk_period * $clk_io_pct] -clock clk0 $non_clock_inputs
set_output_delay [expr $clk_period * $clk_io_pct] -clock clk0 [all_outputs]
```
==> results.sh <==
# yosys + openroad results
export IMPL_io_buffers=129
export IMPL_fp_util_pct=11.0
export IMPL_drt_iter0_markers=13
export IMPL_warnings=34
export IMPL_hp_class="input pin to primary output"
export IMPL_ys_cells=48
export IMPL_finalHoldViolations=0
export IMPL_arrival_ns=1.77
export IMPL_seq_area_frac_synth_pct=0
export IMPL_required_ns=1.84
export IMPL_synth_cell_area_um2=377
export IMPL_fmax_ghz=0.448
export IMPL_status="complete, no violations"
export IMPL_pre_cts_ws_ns=-0.579
export IMPL_finalCritPeriodShare_pct=97.0
export IMPL_antenna_found_initial=0
export IMPL_via_per_inst=4.41
export IMPL_hold_depth=6
export IMPL_io_pins=131
export IMPL_power_density_mw_per_mm2=122
export IMPL_power_share_clock_pct=0
export IMPL_end_kind="primary output"
export IMPL_diodes=0
export IMPL_top_cell="nand4_1"
export IMPL_crit_path_start_kind="input pin"
export IMPL_p_sw_mw=0.0449
export IMPL_dpl_hpwl_mm=3.67
export IMPL_p_sw_share_pct=19.7
export IMPL_track_usage_pct=11.8
export IMPL_grt_first_pass_wirelength_mm=6.11
export IMPL_p_comb_share_pct=100.0
export IMPL_critPathKind="input pin to primary output"
export IMPL_setup_viol=0
export IMPL_cts_setup_buffers=0
export IMPL_grt_pass1_vias=1148
export IMPL_seqPwrFrac_pct=0
export IMPL_yosysTopAreaCell="nor4bb_1"
export IMPL_core_mm2=0.00342
export IMPL_flop_count=0
export IMPL_wl_per_cell_um=18.5
export IMPL_worst_slack_ns=0.0695
export IMPL_yosysUniqueCellTypes=14
export IMPL_overflow=0
export IMPL_ys_chip_area_um2=377
export IMPL_drc_errors=0
export IMPL_drive_gt1_share_pct=13.1
export IMPL_area_leaders="nor4bb_1, nand4_1, nor4b_1"
export IMPL_cap_violations=0
export IMPL_seqCellArea_um2=0
export IMPL_synth_area_per_cell_um2=7.85
export IMPL_die_area_mm2=0.00640
export IMPL_critPathMaxFanout=1
export IMPL_power_mw=0.228
export IMPL_first_pass_iters=2
export IMPL_tns_ns=0
export IMPL_report_final_slew_viol_count=0
export IMPL_top_cells_by_count="nand4_1, nor4b_1, nor4bb_1"
export IMPL_die_y_um=80
export IMPL_n_clock_buffer=0
export IMPL_wirelength_mm=4.11
export IMPL_num_vias=978
export IMPL_drtAntennaViolNets=0
export IMPL_syn_inst=48
export IMPL_dieWidth_um=80
export IMPL_internal_power_mw=0.183
export IMPL_gp_congestion=0.863
export IMPL_yosys_area_top_type_share_pct=18.6
export IMPL_vdd_drop_max_mv=0.0630
export IMPL_p_leak_nw=0.902
export IMPL_rows=21
export IMPL_final_min_clock_period_ns=2.23
export IMPL_grt_max_degree=2
export IMPL_area_delta_synth_final_pct=396
export IMPL_fin_hold_ws_ns=1.45
export IMPL_yosys_warnings=1
[cells by family (layout without fill, tap and decap cells)]
family | Yosys count | count (layout) | synth area share (%)
simple gates | 46 | 46 | 97.0
buf+inv | 1 | 129 | 1.99
other cells | 1 | 1 | 0.996
[path summary, 6_finish.rpt]
check | from | endpoint
min | activation_code[53] | enable
max | activation_code[111] | enable
[power by group through the flow]
stage	registers (mW)	clock network [mW]	logic (mW)
after CTS	0	0	0.223
after global routing	0	0	0.243
final	0	0	0.228
[critical path: stages]
cell	delay, ns
clkdlybuf4s50_1	0.45
nor4b_2	0.20
nand4_1	0.15
nor3_2	0.21
and4b_1	0.20
buf_2	0.10
[what timing repair did]
action | CTS | global route
pin swaps | 19 | 18
endpoints found under the setup margin | 1 | 1
hold endpoints to repair | 0 | 0
hold buffers | 0 | 0
resized | 58 | 36
[through the flow]
stage	cells	utilization, %	instance area (um^2)
3_3_place_gp	222	50.3	1720
3_5_place_dp	222	50.3	1720
6_report	222	54.7	1870
4_1_cts	222	50.6	1730
5_1_grt	222	54.7	1870
2_1_floorplan	48	-	377
[cells in the final DEF (no fill, tap or decap)]
cell / Yosys / final
dlygate4sd2_1: 0 / 32
nor4bb_2: 0 / 2
nor4b_1: 7 / 1
nand2_1: 3 / 3
nor2_1: 2 / 2
conb_1: 1 / 1
nor4_1: 5 / 2
buf_2: 0 / 3
or4bb_1: 1 / 1
nor4bb_1: 7 / 1
nor4b_2: 0 / 5
clkdlybuf4s50_1: 0 / 67
or4b_4: 1 / 1
dlymetal6s2s_1: 0 / 24
nor3_2: 0 / 1
nor4b_4: 0 / 1
nand4b_1: 3 / 3
nor4bb_4: 0 / 4
buf_6: 0 / 1
clkdlybuf4s15_1: 0 / 2
nand4_1: 10 / 10
nor4_2: 2 / 5
and4b_1: 4 / 4
[layout make-up]
cell class	instances	area, um^2
multi-input cells	47	512
repair buffers	129	1300
fillers	294	1550
well taps	46	57.6
[per-layer routing]
metal | wire (um) | up-vias | track usage (%)
met3 | 517 | 0 | 5.91
met5 | 0 | - | 0
met4 | 0 | 0 | 0
met2 | 1990 | 72 | 21.3
met1 | 1610 | 428 | 12.9
li1 | - | 478 | -
